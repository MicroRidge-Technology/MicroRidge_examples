--- run.sh ---
#!/bin/bash
# OpenROAD 26Q1-2900-gdf79404cd8, Yosys 0.63+post, stock flow scripts
make -C /OpenROAD-flow-scripts/flow DESIGN_CONFIG=/design/flow/config.mk WORK_HOME=/design/flow/orfs finish
--- config.mk ---
export PLATFORM = sky130hd
export DESIGN_NAME = dc_fifo
export DESIGN_NICKNAME = dc_fifo
export VERILOG_FILES = /design/flow/design.v
export SDC_FILE = /design/flow/constraint.sdc
export NUM_CORES = 4
export LEC_CHECK = 1
export CORE_UTILIZATION = 40
export SYNTH_HDL_FRONTEND = slang
--- constraint.sdc ---
current_design dc_fifo

set clk_period 4.9
set clk_io_pct 0.2

create_clock -name clk0 -period $clk_period [get_ports {rd_clk}]
create_clock -name clk1 -period $clk_period [get_ports {wr_clk}]

set non_clock_inputs [all_inputs -no_clocks]
set_input_delay [expr $clk_period * $clk_io_pct] -clock clk0 $non_clock_inputs
set_output_delay [expr $clk_period * $clk_io_pct] -clock clk0 [all_outputs]
--- design.v ---
`default_nettype none
`timescale 1ns / 1ns
module dc_fifo #(
    parameter type T = logic [15:0],
    parameter L2DEPTH = 3,
    parameter logic FWFT = 0,
    parameter logic OUT_REG = 0
) (
    input wire wr_clk,
    input wire wr_rstn,
    input T wr_din,
    input wire wr_write,
    output logic wr_full,
    output logic [L2DEPTH-1:0] wr_usedw,
    input wire rd_clk,
    input wire rd_rstn,
    input wire rd_read,
    output T rd_dout,
    output logic rd_empty,
    output logic [L2DEPTH-1:0] rd_usedw
);
  if (FWFT && OUT_REG) begin
    $fatal("FWFT and OUT_REG are incompatible\n");
  end
  reg [$bits(T)-1:0] ram[2**L2DEPTH-1:0];
  logic [L2DEPTH-1:0] w_rptr, w_wptr;
  logic [L2DEPTH-1:0] r_rptr, r_wptr;
  logic [L2DEPTH-1:0] r_rptr_plus1, w_wptr_plus1, w_wptr_plus2;
  cc_gray #(.WIDTH(L2DEPTH))
      cc_wptr (
          .clk_in(wr_clk),
          .clk_out(rd_clk),
          .in(w_wptr),
          .out(r_wptr)
      ),
      cc_rptr (
          .clk_in(rd_clk),
          .clk_out(wr_clk),
          .in(r_rptr),
          .out(w_rptr)
      );
  logic wr_prot;
  assign wr_prot = wr_write && !wr_full;
  always_ff @(posedge wr_clk) begin
    wr_full  <= w_wptr_plus1 == w_rptr;
    wr_usedw <= w_wptr - w_rptr;
    if (wr_prot) begin
      ram[w_wptr] <= wr_din;
      w_wptr_plus2 <= w_wptr_plus2 + 1;
      w_wptr_plus1 <= w_wptr_plus2;
      w_wptr <= w_wptr_plus1;
      wr_usedw <= w_wptr_plus1 - w_rptr;
      if (w_wptr_plus2 == w_rptr) begin
        wr_full <= 1'b1;
      end
    end
    if (!wr_rstn) begin
      w_wptr <= '0;
      w_wptr_plus1 <= 'd1;
      w_wptr_plus2 <= 'd2;
    end
  end
  logic rd_prot;
  assign rd_prot = rd_read && !rd_empty;
  T rd_data;
  always_ff @(posedge rd_clk) begin
    if (FWFT) begin
      rd_data <= ram[r_rptr];
    end else if (rd_read) rd_data <= ram[r_rptr];
    rd_empty <= r_rptr == r_wptr;
    rd_usedw <= r_wptr - r_rptr;
    if (rd_prot) begin
      if (r_rptr_plus1 == r_wptr) begin
        rd_empty <= 1'b1;
        rd_usedw <= r_wptr - r_rptr_plus1;
      end
      if (FWFT) rd_data <= ram[r_rptr_plus1];
      r_rptr <= r_rptr_plus1;
      r_rptr_plus1 <= r_rptr_plus1 + 1;
    end
    if (!rd_rstn) begin
      r_rptr <= '0;
      r_rptr_plus1 <= 'd1;
    end
  end
  if (OUT_REG) begin : out_reg_gen
    always_ff @(posedge rd_clk) rd_dout <= rd_data;
  end else begin : n_out_reg_gen
    assign rd_dout = rd_data;
  end
endmodule   
module cc_gray #(
    parameter WIDTH
)
(
    input wire clk_in,
    input wire [WIDTH-1:0] in,
    input wire clk_out,
    output logic [WIDTH-1:0] out
);
  function automatic logic [WIDTH-1:0] gray2bin(logic [WIDTH-1:0] v);
    gray2bin[WIDTH-1] = v[WIDTH-1];
    for (int b = WIDTH - 2; b >= 0; b--) begin
      gray2bin[b] = v[b] ^ gray2bin[b+1];
    end
  endfunction   
  function automatic logic [WIDTH-1:0] bin2gray(logic [WIDTH-1:0] v);
    bin2gray[WIDTH-1] = v[WIDTH-1];
    for (int b = WIDTH - 2; b >= 0; b--) begin
      bin2gray[b] = v[b] ^ v[b+1];
    end
  endfunction
  logic [WIDTH-1:0] ff_gray;
  logic [WIDTH-1:0] ff_gray_out0;
  logic [WIDTH-1:0] ff_gray_out1;
  logic [WIDTH-1:0] ff_bin_out;
  always_ff @(posedge (clk_in)) begin
    ff_gray <= bin2gray(in);
  end
  ;
  always_ff @(posedge (clk_out)) begin
    ff_gray_out0 <= ff_gray;
    ff_gray_out1 <= ff_gray_out0;
    ff_bin_out   <= gray2bin(ff_gray_out1);
  end
  ;
  assign out = ff_bin_out;
endmodule
`default_nettype wire
==> impl_metrics.toml <==
# physical design summary
[status]
status = "completed"

[setup_path]
cp-end-kind = "flip-flop"
cp.arrival_ns = 2.77
slowest_delay_ns = 0.45
crit_slowest_cell = "clkdlybuf4s50_1"
r2r_end = "rd_dout[4]$_DFFE_PP_"
cp_max_fo = 18
r2r_slack_ns = 2.80
startpoint_type = "input port"
r2r_cells = 3
critPathKind = "in -> reg"
r2r-start = "r_rptr[0]$_SDFFE_PN0N_"
critical_path.cell_chain = "clkdlybuf4s50_1 > buf_4 > nand2b_1 > nor3_2 > mux2_2"
crit_required_ns = 5.07

[detailed_routing]
firstDrtPassIters = 4
drtIter0Drc = 237
avgViaCountPerCell = 4.99
antenna_cells = 0
drc = 0
wire_per_inst_um = 19.2
postRouteAntennaNets = 0
drt-total-wl_um = 12700
vias = 3301

[yosys]
netlist_area_mm2 = 0.00718
yosysWarnings = 0
area_leaders = "edfxtp_1, dfxtp_1, mux4_1"
synth_cell_type_count = 29
postSynthSeqShare_pct = 73.3
syn_inst = 362
top_area_share_pct = 60.2
synth_area_leader_cell = "edfxtp_1"
ys_area_mm2 = 0.00718
syn_avg_cell_area_um2 = 19.8
ys.flops = 191
yosys_cells = 362

[sta]
whs_ns = 0.194
fin_setup_tns_ns = 0
tightest_slew_ns = 0.857
finalHoldViolations = 0
finalClockSkew_ns = 0.0110
setup_viol = 0
drv_slew = 0
slew_headroom_pct = 42.8
rsz0062_at_grt = "no"

[clock_tree]
cts_hold_buf = 0
cts.sinks = 191
cts_resized = 0
clk_pin_slew_worst_paths_ns = 0.06
cts_tree = "done"
post_cts_buffers = 0

[floorplanning]
core_area_mm2 = 0.0174
io_pins = 46
fp_util_pct = 41.2
dieHeight_um = 136
rows = 48
dieArea_mm2 = 0.0185
die_w_um = 136

[final_layout]
syn_to_final_growth_pct = 19.9
drive_above_1_share_pct = 16.0
fill_cells = 1416
regMostFlops = "ram"
largest_reg_flops = 128
utilization_pct = 49.4
largestRegisters = "ram: 128 flops, rd_dout: 16 flops"
layout.cells.non_filler = 662

[worst_hold_path]
hp-class = "reg -> reg"
hp-start = "cc_rptr.ff_gray[2]$_DFF_P_"
worstHoldEndpoint = "cc_rptr.ff_gray_out0[2]$_DFF_P_"
hold_depth = 0

[power]
p_leak_uw = 0.00301
pwr_density_cell_mw_per_mm2 = 483
ir_drop_mv = 0.537

[flow_run]
warnings = 32
drv_cap = 0

[global_route]
grt_usage_pct = 16.1
grt_pass1_vias = 3444
antenna_found_initial = 0
grt_pass1_wl_um = 19500
grt-ovfl-total = 0
grt_max_degree = 36

[placement]
port_buffers = 44
dpl.hpwl_um = 8000
gp_congestion = 0.825
placed_cells = 622
## routing by layer
layer  up-vias  GRT usage, %  share of wire, %
met2       118          26.2                53
li1       1525             -                 -
met3        16          7.14               7.8
met4         0          3.02               2.1
met5         -             0                 0
met1      1642          21.5                38
## metrics by stage
stage	setup WS [ns]	instance area, um2	total power (uW)
2_1_floorplan	2.46	7180	2320
3_3_place_gp	1.94	7850	2570
3_5_place_dp	1.91	7850	2570
4_1_cts	2.32	8600	4200
5_1_grt	2.23	8600	4340
6_report	2.30	8600	4150
## critical path, delay by kind of cell
family                 cells  cell delay, ns
buffers and inverters      2            0.72
and+or+nand+nor            2            0.67
muxes                      1            0.37
## layout by cell type (no fill, tap or decap)
cell               n
mux4_2             8
nand2b_1           2
o21a_1             1
mux2i_1            7
clkdlybuf4s50_1   44
buf_4              5
nand3_1            2
and3_1             8
clkbuf_1           1
nand3b_1           2
dfxtp_1           46
o41ai_1            1
mux2_2            17
clkinv_1           1
a21boi_0           5
mux4_1            24
o21bai_1           1
o21ai_0            1
xnor2_1            6
nor2_1             4
a21oi_1            1
clkinv_2           1
clkinv_4           3
nor2b_1            4
inv_1             12
nor3_2             1
clkbuf_16         24
inv_6              3
inv_8              3
bufinv_16          1
ha_1              13
nand2_1           15
edfxtp_1         144
xor2_1            14
fa_1               4
clkinvlp_4         3
and2_1             4
dfxtp_2            1
## layout make-up
cell class                 count  area [um2]  area share, %
multi-input combinational    145        1780           20.7
tap                          225         282           3.27
clock inverter                15         148           1.72
inverter                      12        45.0          0.524
timing repair buffer          49         478           5.56
clock buffer                  25         604           7.02
sequential                   191        5270           61.2
## where the power goes
part / switching, uW / internal, uW / total [uW]
Sequential: 69.7 / 1910 / 1980
Combinational: 236 / 310 / 547
Clock: 667 / 963 / 1630
Total: 973 / 3180 / 4150
## worst max path at each step
stage	from	to	slack (ns)	depth (start not counted)
final	rd_read	rd_usedw[2]$_DFF_P_	2.30	5
after global routing	wr_write	ram[4][10]$_DFFE_PP_	2.23	4
after CTS	rd_read	rd_usedw[2]$_DFF_P_	2.32	5
## Yosys cell counts
library cell,number
edfxtp_1,144
dfxtp_1,47
mux4_1,24
mux2_2,17
nand2_1,15
xor2_1,14
ha_1,13
inv_1,12
and3_1,8
mux4_2,8
mux2i_1,7
clkbuf_1,6
xnor2_1,6
a21boi_0,5
and2_1,4
buf_2,4
buf_6,4
fa_1,4
nor2_1,4
nor2b_1,4
nand2b_1,2
nand3_1,2
nand3b_1,2
a21oi_1,1
nor3_2,1
o21a_1,1
o21ai_0,1
o21bai_1,1
o41ai_1,1
## kinds of logic after synthesis
family	synth area share, %
flip-flops	73.3
AND/OR/NAND/NOR	3.05
XOR/XNOR	2.44
multiplexers	14.9
AND-OR/OR-AND	0.994
adder cells (fa/ha/maj)	3.38
buffers and inverters	1.85
Power is estimated from default activity; no workload was simulated.
